==> /design/flow/design.v <==
module alu (
    input wire          carry_in,
    input wire [15:0]   in_a,
    input wire [15:0]   in_b,
    input wire [3:0]    select,
    input wire          mode,
    output wire         carry_out,
    output wire         compare,
    output wire [15:0]  alu_out
); 
    reg [15:0]          temp_alu_out;
    wire [15:0]         temp_logic_alu_out;
    wire [15:0]         temp_arithmetic_out;
    reg                 temp_carry_out;
    reg                 temp_arithmetic_carry_out;
    assign alu_out = temp_alu_out;
    assign carry_out = temp_carry_out;
    logicUnit logic_alu(
        .in_a(in_a),
        .in_b(in_b),
        .sel(select),
        .logic_out(temp_logic_alu_out)
    );
    arithmeticUnit arithmetic_alu(
        .carry_in(carry_in),
        .in_a(in_a),
        .in_b(in_b),
        .sel(select),
        .compare(compare),
        .carry_out(temp_arithmetic_carry_out),
        .arithmetic_out(temp_arithmetic_out)
    );
    always @(*) begin
        if(mode) begin
            temp_alu_out = temp_logic_alu_out;
            temp_carry_out = 1'b0;
        end else begin
            temp_alu_out = temp_arithmetic_out;
            temp_carry_out = temp_arithmetic_carry_out;
        end
    end
endmodule
module arithmeticUnit(
    input wire          carry_in,
    input wire [15:0]   in_a,
    input wire [15:0]   in_b,
    input wire [3:0]    sel,
    output wire         compare,
    output wire         carry_out,
    output wire [15:0]  arithmetic_out 
);
    reg [16:0]  result_with_carry_out;
    reg         temp_compare;
    assign arithmetic_out = result_with_carry_out[15:0];
    assign carry_out = result_with_carry_out[16];
    assign compare = temp_compare;
    always @(*) begin
        if(in_a == in_b)
            temp_compare = 1'b1;
        else
            temp_compare = 1'b0; 
        if(sel == 4'b0000)
            result_with_carry_out = {1'b0, in_a};
        else if(sel == 4'b0001)
            result_with_carry_out = {1'b0, in_a} | {1'b0, in_b};
        else if(sel == 4'b0010)
            result_with_carry_out = {1'b0, in_a} | ~{1'b0, in_b};
        else if(sel == 4'b0011)
            result_with_carry_out = {1'b0, 16'b1111111111111111};
        else if(sel == 4'b0100)
            result_with_carry_out = {1'b0, in_a} | ({1'b0, in_a} & ~{1'b0, in_b});
        else if(sel == 4'b0101)
            result_with_carry_out = ({1'b0, in_a} | {1'b0, in_b}) + ({1'b0, in_a} & ~{1'b0, in_b}) + {16'b0, carry_in};
        else if(sel == 4'b0110)
            result_with_carry_out = {1'b0, in_a} - {1'b0, in_b} + {1'b1, 16'b1111_1111_1111_1111};
        else if(sel == 4'b0111)
            result_with_carry_out = ({1'b0, in_a} & ~{1'b0, in_b}) + {1'b1, 16'b1111_1111_1111_1111};
        else if(sel == 4'b1000)
            result_with_carry_out = {1'b0, in_a} + ({1'b0, in_a} & {1'b0, in_b}) + {16'b0, carry_in};
        else if(sel == 4'b1001)
            result_with_carry_out = {1'b0, in_a} + {1'b0, in_b} + {16'b0, carry_in};
        else if(sel == 4'b1010)
            result_with_carry_out = ({1'b0, in_a} | ~{1'b0, in_b}) + ({1'b0, in_a} & {1'b0, in_b}) + {16'b0, carry_in};
        else if(sel == 4'b1011)
            result_with_carry_out = ({1'b0, in_a} & {1'b0, in_b}) + {1'b1, 16'b1111_1111_1111_1111};
        else if(sel == 4'b1100)
            result_with_carry_out = {1'b0, in_a} + {1'b0, in_a} + {16'b0, carry_in};
        else if(sel == 4'b1101)
            result_with_carry_out = ({1'b0, in_a} | {1'b0, in_b}) + {1'b0, in_a} + {16'b0, carry_in};
        else if(sel == 4'b1110)
            result_with_carry_out = ({1'b0, in_a} | ~{1'b0, in_b}) + {1'b0, in_a} + {16'b0, carry_in};
        else
            result_with_carry_out = {1'b0, in_a} + {1'b1, 16'b1111_1111_1111_1111};
    end
endmodule
module logicUnit(
    input wire [15:0]   in_a,
    input wire [15:0]   in_b,
    input wire [3:0]    sel,
    output reg [15:0]   logic_out 
);
    always @(*) begin
        if(sel == 4'b0000)
            logic_out = ~in_a;
        else if(sel == 4'b0001)
            logic_out = ~(in_a | in_b);
        else if(sel == 4'b0010)
            logic_out = (~in_a) & in_b;
        else if(sel == 4'b0011)
            logic_out = 16'b0;
        else if(sel == 4'b0100)
            logic_out = ~(in_a & in_b);
        else if(sel == 4'b0101)
            logic_out = ~in_b;
        else if(sel == 4'b0110)
            logic_out = in_a ^ in_b;
        else if(sel == 4'b0111)
            logic_out = in_a & ~(in_b);
        else if(sel == 4'b1000)
            logic_out = ~(in_a) | in_b;
        else if(sel == 4'b1001)
            logic_out = ~(in_a ^ in_b);
        else if(sel == 4'b1010)
            logic_out = in_b;
        else if(sel == 4'b1011)
            logic_out = in_a & in_b;
        else if(sel == 4'b1100)
            logic_out = 16'b0000000000000001;
        else if(sel == 4'b1101)
            logic_out = in_a | ~(in_b);
        else if(sel == 4'b1110)
            logic_out = in_a | in_b;
        else
            logic_out = in_a;
    end
endmodule
==> /design/flow/run.sh <==
#!/bin/bash
# OpenROAD 26Q1-2900-gdf79404cd8, Yosys 0.63+post, stock flow scripts
make -C /OpenROAD-flow-scripts/flow DESIGN_CONFIG=/design/flow/config.mk WORK_HOME=/design/flow/orfs finish
==> /design/flow/config.mk <==
export PLATFORM = sky130hd
export DESIGN_NAME = alu
export DESIGN_NICKNAME = alu
export VERILOG_FILES = /design/flow/design.v
export SDC_FILE = /design/flow/constraint.sdc
export NUM_CORES = 4
export LEC_CHECK = 1
export CORE_UTILIZATION = 30
==> /design/flow/constraint.sdc <==
current_design alu

set clk_period 7.4
set clk_io_pct 0.2

create_clock -name clk0 -period $clk_period

set non_clock_inputs [all_inputs -no_clocks]
set_input_delay [expr $clk_period * $clk_io_pct] -clock clk0 $non_clock_inputs
set_output_delay [expr $clk_period * $clk_io_pct] -clock clk0 [all_outputs]
==> impl_metrics.env <==
# implementation run metrics
export IMPL_status="finished clean"
export IMPL_first_pass_iters=26
export IMPL_flops=0
export IMPL_maxCapViolCount=0
export IMPL_viasPerCell=6.329
export IMPL_io_pins=56
export IMPL_num_vias=14430
export IMPL_slew_violations=0
export IMPL_floorplan_core_util_pct=30.63
export IMPL_ant_nets=0
export IMPL_gp_congestion=1.085
export IMPL_power_total_mw=1.022
export IMPL_grt_overflow_total=0
export IMPL_power_per_cell_area_nw_per_um2=77.68
export IMPL_drtIter0Drc=1693
export IMPL_wl_per_cell_um=28.30
export IMPL_ir_drop_uv=35.34
export IMPL_ys_cells=1694
export IMPL_dieArea_um2=37270
export IMPL_clock_buffers=0
export IMPL_p_sw_mw=0.6189
export IMPL_grt_antenna_before_repair=2
export IMPL_leakagePower_nw=5.401
export IMPL_path_cells="clkdlybuf4s50_1, inv_1, ha_1, xnor2_1, a31oi_2, o21ai_0, buf_4, a221o_1, a21o_1, buf_4, xnor2_1, a21oi_1, o41a_1, o21ai_0, o211ai_1, a31oi_1, clkdlybuf4s50_1"
export IMPL_die_x_um=193.0
export IMPL_syn_avg_cell_area_um2=6.464
export IMPL_grt_max_degree=42
export IMPL_timing_final_setup_violations=0
export IMPL_worst_setup_path_start_kind="input port"
export IMPL_placementRows=69
export IMPL_crit_arrival_ns=5.76
export IMPL_criticalPathCategory="in -> out"
export IMPL_ys_area_um2=10950
export IMPL_fp_dieH_um=193.0
export IMPL_min_period_ns=7.240
export IMPL_final_cells=2280
export IMPL_swShare_pct=60.55
export IMPL_areaGrowthSynthToFinish_pct=20.16
export IMPL_warning_count=141
export IMPL_port_buffers=56
export IMPL_core_region_area_um2=35740
export IMPL_ctsHoldBuffers=0
export IMPL_critPathMaxFanout=6
export IMPL_grt_pass1_vias=13560
export IMPL_drt_met1_wl_mm=26.41
export IMPL_fin_tns_setup_ns=0
export IMPL_hold_viol_final=0
export IMPL_syn_inst=1694
export IMPL_yosysWarnings=3
export IMPL_regArea_um2=0
export IMPL_required_ns=5.92
export IMPL_drc=0
export IMPL_drive_gt1_share_pct=14.78
export IMPL_grtUsageTotal_pct=34.91
export IMPL_hold_class="in -> out"
export IMPL_syn_area_um2=10950
export IMPL_synth_cell_types=83
export IMPL_routed_wl_mm=64.52
export IMPL_placedCellCount=2273
export IMPL_cpPeakStageDelay_ns=0.53
export IMPL_hold_ws_ns=3.968
export IMPL_p_int_mw=0.4031
export IMPL_grt_pass1_wl_mm=93.32
export IMPL_highest_layer="met4"
export IMPL_fmax_mhz=138.1
export IMPL_ys_seq_share_pct=0
export IMPL_cp_end_kind="output port"
export IMPL_met2_length_mm=26.90
export IMPL_dr_wl_met3_mm=7.341
export IMPL_crit_slowest_cell="clkdlybuf4s50_1"
export IMPL_place_hpwl_mm=49.90
export IMPL_fin_crit_sh_pct=97.84
export IMPL_worst_pin_slew_ns=0.9627
export IMPL_relSlewSlack_pct=35.67
export IMPL_grt_setup_unrepaired="yes"
-- worst max-delay path, delay by kind of cell --
| family | cells | cell delay, ns |
|---|---|---|
| XOR/XNOR | 2 | 0.56 |
| adder cells (fa/ha/maj) | 1 | 0.32 |
| buffers and inverters | 5 | 1.48 |
| AND-OR/OR-AND | 9 | 1.91 |
-- what timing repair did --
| action | CTS | global route |
|---|---|---|
| setup buffers | 0 | 1 |
| endpoints found under the setup margin | 4 | 7 |
| pin swaps | 0 | 12 |
| gates resized | 4 | 31 |
| cloned | 0 | 0 |
-- final cells by class --
type                            count  area (um^2)
Fill cell                        3837        22590
Multi-Input combinational cell   1474        10150
Timing Repair Buffer              267         2147
Tap cell                          461        576.8
Inverter                           72        270.3
Antenna cell                        6        15.01
-- metal layers --
layer / vias to the layer above / GRT usage, %
met3: 231 / 7.516
li1: 6440 / -
met1: 6813 / 48.49
met5: - / 0
met2: 947 / 51.17
met4: 0 / 16.59
-- cells in the mapped netlist, types with 14 or more instances --
library cell  count  area (um^2)
a211oi_1         35        262.8
a21o_1           18        135.1
a21oi_1         174        870.8
a221oi_1         22        192.7
a22oi_1          14        105.1
a31oi_1          31        193.9
buf_2            16        80.08
clkbuf_1        104        390.4
ha_1            133         1664
inv_1            69        259.0
mux2i_1          20        200.2
nand2_1         152        570.6
nand2b_1         25        156.4
nand3_1          33        165.2
nor2_1          166        623.1
nor3_1           33        165.2
nor4_1           19        118.9
o211ai_1         43        322.8
o21ai_0         147        735.7
o221ai_1         22        192.7
o22ai_1          28        175.2
o31ai_1          14        105.1
xnor2_1          95        832.1
xor2_1           68        595.6
-- cell families after synthesis --
logic type / count (synthesis) / share of synthesized area (%)
adders and majority gates: 136 / 15.75
AOI/OAI and AO/OA: 653 / 38.94
xor gates and xnor gates: 164 / 13.29
and+or+nand+nor: 497 / 20.84
buffers and inverters: 220 / 8.799
muxes: 24 / 2.377
-- power groups by stage --
stage	registers (mW)	clock network (mW)	logic (mW)
after global routing	0	0	1.09
after CTS	0	0	0.983
-- cells in the final DEF (no fill, tap or decap), types with 6 or more instances in the layout --
cell,count
nand2_1,151
ha_1,129
clkdlybuf4s50_1,50
nor2b_1,10
a221oi_1,20
a21boi_0,6
inv_1,68
nand3_1,33
xor2_1,65
o211ai_1,43
o311ai_0,7
a311oi_1,8
o31ai_1,14
xnor2_1,95
diode_2,6
a21oi_1,172
a211oi_1,33
o22ai_1,28
a21o_1,18
or3_1,9
o21ai_0,143
a221o_1,9
o221ai_1,22
nand3b_1,7
o2111ai_1,6
a2111oi_0,8
nand2b_1,25
mux2i_1,19
a31oi_1,27
nor2_1,165
nor4_1,19
buf_4,209
o21a_1,9
and2_1,8
nor3_1,33
a22oi_1,14
and3_1,8
-- stage by stage --
step                util (%)  setup slack, ns  area [um^2]
detailed placement     36.30         -0.06926        12970
CTS                    36.35          0.02509        12990
global route           36.77         -0.05427        13140
global placement       36.30          -0.1152        12970
finish                 36.81           0.1601        13160
floorplan                  -            1.237        10950
-- final timing paths --
| kind | slack, ns | from | cells past startpoint | endpoint |
|---|---|---|---|---|
| setup / recovery | 0.16 | in_a[2] | 17 | alu_out[11] |
| hold / removal | 3.97 | select[3] | 4 | alu_out[6] |
Power figures rest on the tool's default switching activity, not on a simulated workload.

File: design/flow/run.sh
#!/bin/bash
# OpenROAD 26Q1-2900-gdf79404cd8, Yosys 0.63+post, stock flow scripts
make -C /OpenROAD-flow-scripts/flow DESIGN_CONFIG=/design/flow/config.mk WORK_HOME=/design/flow/orfs finish
File: design/flow/config.mk
export PLATFORM = sky130hd
export DESIGN_NAME = fibonacci_generator
export DESIGN_NICKNAME = fibonacci_generator
export VERILOG_FILES = /design/flow/design.v
export SDC_FILE = /design/flow/constraint.sdc
export NUM_CORES = 4
export LEC_CHECK = 1
export CORE_UTILIZATION = 50
File: design/flow/design.v
module fibonacci_generator(
    input rst,
    input clk,
    input enable,
    output reg [31:0] fib_out
);
    reg [31:0] fib_prev1;
    reg [31:0] fib_prev2;
    always @(posedge clk or posedge rst) begin 
        if (rst) begin
            fib_prev1 <= 32'b1;
            fib_prev2 <= 32'b0;
            fib_out <= 32'b0;
        end else if (enable) begin
            fib_out <= fib_prev1 + fib_prev2;
            fib_prev2 <= fib_prev1;
            fib_prev1 <= fib_prev1 + fib_prev2;
        end
    end
endmodule
File: design/flow/constraint.sdc
current_design fibonacci_generator

set clk_period 8.5
set clk_io_pct 0.2

create_clock -name clk0 -period $clk_period [get_ports {clk}]

set non_clock_inputs [all_inputs -no_clocks]
set_input_delay [expr $clk_period * $clk_io_pct] -clock clk0 $non_clock_inputs
set_output_delay [expr $clk_period * $clk_io_pct] -clock clk0 [all_outputs]
==> summary.rpt <==
OUTCOME
--------------------------------------------------------------------------------------------
Status ........................................................................ complete, no violations

GLOBAL ROUTING
--------------------------------------------------------------------------------------------
Maximum number of pins on one net before global-route repair ..................           48
Antenna violations before repair ..............................................            0
Vias in the first global route ................................................         2708
Global-route congestion overflow total ........................................            0
Global-route wire length before repair ........................................     12900 µm
Gr usage total ................................................................        18.8%

SYNTHESIS
--------------------------------------------------------------------------------------------
Synthesized chip area reported by yosys .......................................     4290 µm²
Asr flop ratio synth ..........................................................         100%
Post-synthesis xor/xnor area fraction .........................................        5.51%
Area fraction in mux cells ....................................................        14.7%
Basic-gate share of the synthesized area counting and, or, nand and nor cells .        7.88%
Syn avg cell area .............................................................     10.4 µm²
Synthesis Warnings ............................................................            1
Count of flip-flops with a built-in enable after synthesis ....................            0
Post-synth design cell area ...................................................     4290 µm²
Cells in synth_stat.txt .......................................................          412
Largest non-sequential cell family by area .................................... AND-OR/OR-AND gates
Number of unique standard cell types used by synthesis ........................           49
Dominant register cell in the synthesized netlist ............................. sky130_fd_sc_hd__dfrtp_1
Number of standard cells after synthesis ......................................          412
Adder and majority gate portion of the synthesized area .......................        9.51%
Complex-gate fraction of the synthesized area .................................        15.7%
Flops after synth .............................................................           65
Portion of the post-synthesis area used by sequential elements ................        38.0%

CLOCK NETWORK
--------------------------------------------------------------------------------------------
Number of buffers created by CTS ..............................................            9
Post-CTS Setup Bufs ...........................................................            0
CTS clk-pin slew, worst paths .................................................      0.06 ns
Number of instances resized during post-cts repair ............................            0
Hold-fix buffers at CTS .......................................................            0
Clock tree sinks ..............................................................           65
Clock latency on the worst-skew pair ..........................................      0.33 ns
Clock Path Buffers ............................................................            2
# H-tree levels ...............................................................            3
TritonCTS clock tree ..........................................................         done
Root buffer selected by CTS ................................................... sky130_fd_sc_hd__clkbuf_8

TIMING
--------------------------------------------------------------------------------------------
Maximum clock skew at final layout ............................................   0.00641 ns
Max Clock Freq ................................................................      295 MHz
Worst rel slew slack ..........................................................        52.2%
Final min period ..............................................................      3.39 ns
Number of hold-slack violations in the final timing report ....................            0
Tcrit/Tclk final ..............................................................        39.9%
Total negative setup slack ....................................................         0 ns
Unrepaired setup endpoints after global routing ...............................        false
Slew of the pin with the lowest slew margin ...................................     0.713 ns
Final setup violating endpoints ...............................................            0
Max Slew Vio Count ............................................................            0

DIE
--------------------------------------------------------------------------------------------
Horizontal extent of the die ..................................................      94.6 µm
Row count .....................................................................           33
I/O pin total .................................................................           35
Chip footprint ................................................................     8950 µm²
Height of the die .............................................................      94.6 µm
Init Core Util ................................................................        51.9%
Floorplan Core Area ...........................................................     8260 µm²

SETUP PATH
--------------------------------------------------------------------------------------------
Crit path max-delay family .................................................... buffers and inverters
Total buffers and inverters traversed by the critical path ....................            3
Worst Setup Start Kind ........................................................ primary input
Crit path DRT .................................................................      8.75 ns
Worst-path fanout max .........................................................           47
Critical path data arrival time ...............................................      3.64 ns
Element type at the critical path end .........................................     register
Crit-path most repeated cell .................................................. sky130_fd_sc_hd__nand3_1
Master of the slowest instance on the critical path ........................... sky130_fd_sc_hd__buf_4
Maximum cell stage delay along the critical path ..............................      0.57 ns
Category of the most critical setup path ......................................    in -> reg
Cell-by-cell trace of the critical path ....................................... buf_2 > buf_4 > inv_1 > nor2_1 > nand3_1 > o32a_1 > nand3_1 > xor2_1

PLACE
--------------------------------------------------------------------------------------------
HPWL after DPL ................................................................      5320 µm
Buffers on Ports ..............................................................           34
GP Congestion .................................................................        0.842

ROUTING
--------------------------------------------------------------------------------------------
Met1 wire length ..............................................................      3940 µm
Routed wire per std cell ......................................................      14.2 µm
Detailed router's first-iteration violation count .............................           93
Via count .....................................................................         2860
Antenna Diode Count ...........................................................            0
Final WL ......................................................................      7410 µm
DRC violation count after routing .............................................            0
Top Metal Used ................................................................         met4
Met2 routed wirelength ........................................................      3180 µm
Routed vias/inst ..............................................................         5.50
Antenna viol nets, final ......................................................            0
Routed length on met3 .........................................................       219 µm
Router iterations before antenna repair .......................................            4

FINAL LAYOUT
--------------------------------------------------------------------------------------------
Area delta synth->final .......................................................        6.97%
Fraction of final layout cells with drive strength greater than 1 .............        18.3%
End-of-flow core utilization ..................................................        55.6%

FLOW RUN
--------------------------------------------------------------------------------------------
# Max-Cap Violations ..........................................................            0
Total number of warnings across the stage logs ................................           25

HOLD PATH
--------------------------------------------------------------------------------------------
Class of the worst hold path ..................................................   reg -> reg

[Yosys cell counts, drive strengths merged (5+ instances only)]
library cell / instances / area, µm²
mux2: 54 / 612
a31oi: 7 / 43.8
a21o: 24 / 181
buf: 31 / 233
ha: 31 / 388
nand3: 11 / 55.1
nor2b: 5 / 31.3
xor2: 10 / 87.6
dfrtp: 64 / 1600
clkbuf: 13 / 78.8
nand4: 6 / 37.5
o21ai: 15 / 75.1
a21oi: 31 / 155
nand2: 26 / 97.6
xnor2: 17 / 149
inv: 11 / 41.3
nor2: 18 / 70.1
[registers in the layout, indices dropped and copies added, names as in the netlist]
register   flops
fib_prev1     32
fib_out        1
fib_prev2     32
[area by class of cell]
cell class | instances | area [µm²]
tap | 105 | 131
timing repair buffer | 36 | 350
sequential | 65 | 1630
clock buffer | 12 | 145
clock inverter | 1 | 5.00
fill | 723 | 3670
inverter | 11 | 41.3
multi-input combinational | 290 | 2290
[kinds of logic after synthesis]
family          Yosys count
mux                      56
buf+inv                  57
fa+ha+maj                32
xor+xnor                 27
compound gates          102
flops                    65
simple gates             73
[worst paths after layout]
| check | slack (ns) | depth (start not counted) | from | end |
|---|---|---|---|---|
| max | 5.11 | 8 | enable | fib_prev1[31] |
| min | 0.49 | 2 | fib_prev1[0] | fib_prev1[0] |
| max reg2reg | 5.66 | 9 | fib_prev1[15] | fib_prev1[30] |
| min reg2reg | 0.49 | 2 | fib_prev1[0] | fib_prev1[0] |
| max in group asynchronous | 5.83 | 3 | rst | fib_prev1[0] |
| min in group asynchronous | 1.75 | 2 | rst | fib_prev1[26] |
[metrics by stage]
step	area [µm²]	cells	setup WS, ns	hold slack, ns
2_1_floorplan	4290	412	5.18	0.456
3_3_place_gp	4440	507	4.80	0.466
3_5_place_dp	4440	507	4.76	0.479
4_1_cts	4590	520	5.10	0.492
5_1_grt	4590	520	4.90	0.511
6_report	4590	520	5.11	0.488
[layout by cell type (no fill, tap or decap), drive strengths merged, types with 6 or more instances in the layout]
| cell type | n |
|---|---|
| a31oi | 7 |
| clkbuf | 12 |
| ha | 31 |
| a21oi | 31 |
| nor2 | 18 |
| nand3 | 11 |
| nand4 | 6 |
| clkdlybuf4s50 | 33 |
| a21o | 24 |
| xnor2 | 17 |
| o21ai | 15 |
| nand2 | 26 |
| inv | 11 |
| dfrtp | 64 |
| xor2 | 10 |
| mux2 | 54 |
[worst min-delay path: stages (launching register included)]
cell and delay, ns:
sky130_fd_sc_hd__dfstp_2 0.37, sky130_fd_sc_hd__inv_1 0.04, sky130_fd_sc_hd__o21ai_0 0.06
[per-layer routing]
layer	vias up	GRT usage (%)
met3	6	3.92
met5	-	0
met4	0	1.26
met2	40	27.9
met1	1352	30.6
li1	1462	-

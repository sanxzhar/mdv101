## design/flow/config.mk

```make
export PLATFORM = sky130hd
export DESIGN_NAME = trafficLightFSM
export DESIGN_NICKNAME = trafficLightFSM
export VERILOG_FILES = /design/flow/design.v
export SDC_FILE = /design/flow/constraint.sdc
export NUM_CORES = 4
export LEC_CHECK = 1
export CORE_UTILIZATION = 50
```

## design/flow/constraint.sdc

```tcl
current_design trafficLightFSM

set clk_period 4.1
set clk_io_pct 0.2

create_clock -name clk0 -period $clk_period [get_ports {clk}]

set non_clock_inputs [all_inputs -no_clocks]
set_input_delay [expr $clk_period * $clk_io_pct] -clock clk0 $non_clock_inputs
set_output_delay [expr $clk_period * $clk_io_pct] -clock clk0 [all_outputs]
```

## design/flow/design.v

```verilog
module trafficLightFSM (
    input               clk,
    input               reset,
    input wire [31:0]   counter,
    output reg [2:0]    light
);
    parameter RED = 2'b00;
    parameter GREEN = 2'b01;
    parameter YELLOW = 2'b10;
    reg [1:0] current_state, next_state;
    reg [31:0] timer;
    always @(posedge clk or posedge reset) begin
        if (reset) begin
            current_state <= RED;
            timer <= 32'b0;
        end else begin
            if(timer == counter) begin
                current_state <= next_state;
                timer <= 32'b0;
            end else begin
                timer <= timer + 1;
            end 
        end
    end
    always @(*) begin
        case (current_state)
            RED: begin
                next_state = GREEN;
            end
            GREEN: begin
                next_state = YELLOW;
            end
            YELLOW: begin
                next_state = RED;
            end
            default: begin
                next_state = RED;
            end
        endcase
    end
    always @(*) begin
        case (current_state)
            RED: begin
                light = 3'b001;
            end
            GREEN: begin
                light = 3'b010;
            end
            YELLOW: begin
                light = 3'b100;
            end
            default: begin
                light = 3'b001;
            end
        endcase
    end
endmodule
```

## design/flow/run.sh

```bash
#!/bin/bash
# OpenROAD 26Q1-2900-gdf79404cd8, Yosys 0.63+post, stock flow scripts
make -C /OpenROAD-flow-scripts/flow DESIGN_CONFIG=/design/flow/config.mk WORK_HOME=/design/flow/orfs finish
```

==> CHANGELOG.md <==
### Changed

* Status: complete, no violations
* Startpoint types: primary input
* DR iter-0 viols at 157
* Post-DRT Antenna Nets at 0
* Top area cell types: dfrtp_1 (42%), xor2_1 (22%), nor2_1 (7.0%)
* RSZ-0062 raised after global routing: false
* Floorplan utilization at 0.5392
* Clock transition at the registers of the reported paths at 0.07 ns
* Post-synthesis mux area share at 0.01662
* WP data arrival at about 2.8 ns
* Max Fanout on Critical Path at 25
* CTS Buffer Depth at 2
* Cell Area, Placed at 0.002437 mm^2
* CTS root buf: clkbuf_8
* Final setup TNS at 0 ns
* Fill count at 280
* Latency at later pin at 0.29 ns
* Synth Area per Inst at roughly 9.9 um^2
* Slew margin rel. at 0.5742
* Cell accounting for the most synthesized area: dfrtp_1
* # DRC at 0
* Chip width at 65.77 um
* Final setup vio count at 0
* Fa+ha+maj area frac at 0.006154
* Largest register FFs at 32
* Clk_skew at slightly below 0.007 ns
* Clock Sinks at 35
* CTS Hold Bufs at 0
* Post-Synth Simple-Gate Area at 0.2572
* Post-CTS Setup Bufs at 0
* First-pass DRT Iterations at 4
* Main logic family: XOR/XNOR gates
* Crit path DRT at 4.26 ns
* XOR-XNOR Cells, Area Fraction at 0.2628
* Minimum clock period at 2.598 ns
* Resized cells post-CTS at 0
* Routability cong. at 0.8196
* IR drop worst, VDD at ~250 uV
* AO/OA Area Share at 0.004923
* HPWL Detailed at 3068 um
* Max-slew violations at 0
* Cells after Synth at a little over 200
* Total GRT Usage at 0.2251
* Worst-Margin Slew at around 0.63 ns
* Area reported by Yosys stat at ~0.0020 mm^2
* Share of layout cells above drive strength 1 at 0.07347
* Tcrit/Tclk final at 0.6338
* Htree depth at 2
* PD cells at 260.6 mW/mm^2
* Setup crit end kind: register
* CTS Buf Count at 5
* Total routed wirelength at roughly 4200 um
* WL per Instance at 14.36 um
* LEAKAGE at 1.173 nW
* Boundary pin count at 37
* Post-Syn Area at just over 0.002 mm^2
* Distinct lib cells used at 27
* Final instance area at 0.002529 mm^2
* First-pass GRT wire length at roughly 7000 um
* Via density per instance at approximately 5.2
* Biggest register: timer
* Chip Height at around 66 um
* Initial antenna violation count at 0
* Min-delay worst type: reg -> reg
* Layout overhead on the synthesized area at 24.37%
* DR vias at roughly 1500
* Max-cap viol count at 0
* Critical path class: in -> reg
* IO Port Bufs at 36
* Placeable Area at 0.003771 mm^2
* Largest net degree at the start of global routing at 36
* Chip area at 0.004326 mm^2
* Inserted Diodes at 0
* Top flop regs: timer x32
* Seq/Total Area, Yosys at 0.4314
* Fmax at ~380 MHz
* YS warnings at 1
* Max-area cell share at 0.4185
* Yosys stat cell total at between 200 and 250
* CTS tree: done
* Hold Vio Cnt, Final at 0
* Tool Warnings at 26
* FP Rows at 22
* Grt ovf at 0
* Number of global-route vias before repair at 1430
* Post-synth regs at 35
==> Yosys cell counts, drive strengths merged <==
cell type,number
nor3,2
dfrtp,34
nor4,11
or3,1
ha,1
o21ai,1
dfstp,1
xor2,52
nor2,39
a21oi,1
and3,3
nand3,14
nand4,13
and2,1
nand2,7
nor2b,1
buf,4
and4,1
mux2,3
or2,1
clkbuf,3
inv,3
xnor2,9
==> path summary, 6_finish.rpt <==
path	start	end	slack (ns)	cells past startpoint
setup / recovery	counter[8]	timer[8]	1.50	7
hold / removal	timer[0]	timer[0]	0.51	1
setup reg to reg	timer[8]	timer[8]	1.94	6
hold reg to reg	timer[0]	timer[0]	0.51	1
max in group asynchronous	reset	async pin	2.82	3
min in group asynchronous	reset	async pin	0.94	3
==> logic make-up (layout without fill, tap and decap cells) <==
family                   Yosys count  count (layout)
AND-OR/OR-AND                      2               2
XOR/XNOR                          61              61
adder cells (fa/ha/maj)            1               1
buffers and inverters             10              49
flip-flops                        35              35
multiplexers                       3               3
AND/OR/NAND/NOR                   94              94
==> stage by stage <==
step	setup WS (ns)	hold slack [ns]	cells	total power [mW]	utilization
finish	1.502	0.5135	293	0.6591	0.6705
global route	1.304	0.5367	293	0.6866	0.6705
CTS	1.474	0.5217	293	0.6635	0.6705
detailed placement	1.158	0.5117	285	0.4093	0.6463
global placement	1.259	0.5061	285	0.4095	0.6463
floorplan	2.044	0.4720	206	0.3677	-
==> per-layer routing <==
layer	wire [um]	GRT usage
met3	273	0.04720
met1	2034	0.3814
met5	0	0
met2	1877	0.3176
met4	21	0.02446
==> worst max-delay path, cell delays in order <==
cell             delay (ns)
clkdlybuf4s50_1        0.41
xor2_1                 0.16
nor4_1                 0.36
nand4_1                0.15
nor2_2                 0.38
buf_4                  0.37
nor2_1                 0.09
==> layout by cell type, fill, tap and decap left out, drive strengths merged, types with 2 or more instances in the layout <==
cell,count
clkbuf,7
and3,3
nand3,14
nand2,7
clkdlybuf4s50,36
nor2,39
inv,3
buf,2
nand4,13
mux2,3
nor4,11
nor3,2
xnor2,9
xor2,52
dfrtp,34
==> report_power, final <==
| group | switching, mW | internal (mW) | leakage, nW |
|---|---|---|---|
| Clock | 0.121 | 0.135 | 0.0482 |
| Combinational | 0.0220 | 0.0351 | 0.659 |
| Sequential | 0.00000111 | 0.345 | 0.466 |
| Total | 0.143 | 0.516 | 1.17 |
==> layout make-up <==
type                            instances  area (um^2)  area share
Clock buffer                            7        86.33     0.03414
Clock inverter                          1        5.005    0.001979
Inverter                                3        11.26    0.004453
Multi-Input combinational cell        161         1114      0.4404
Sequential cell                        35        877.1      0.3469
Tap cell                               48        60.06     0.02375
Timing Repair Buffer                   38        375.4      0.1484
Power figures rest on the tool's default switching activity, not on a simulated workload.
